$ cat design/flow/config.mk
export PLATFORM = sky130hd
export DESIGN_NAME = ctrl_fsm
export DESIGN_NICKNAME = ctrl_fsm
export VERILOG_FILES = /design/flow/design.v
export SDC_FILE = /design/flow/constraint.sdc
export NUM_CORES = 4
export LEC_CHECK = 1
export CORE_UTILIZATION = 30
$ cat design/flow/constraint.sdc
current_design ctrl_fsm

set clk_period 4.1
set clk_io_pct 0.2

create_clock -name clk0 -period $clk_period [get_ports {clk}]

set non_clock_inputs [all_inputs -no_clocks]
set_input_delay [expr $clk_period * $clk_io_pct] -clock clk0 $non_clock_inputs
set_output_delay [expr $clk_period * $clk_io_pct] -clock clk0 [all_outputs]
$ cat design/flow/design.v
module ctrl_fsm (
    input clk,
    input rst,
    input start,
    output reg done,
    output reg busy,
    output reg [1:0] layer_sel,     
    output reg [9:0] row_idx,        
    output reg mac_en_l1,            
    output reg mac_clr_l1,           
    output reg mac_en_l2,            
    output reg mac_clr_l2,           
    output reg load_img,             
    output reg comp_l1,              
    output reg apply_relu,           
    output reg comp_l2,              
    output reg find_max,             
    output reg [9:0] cycle_cnt       
);
    localparam IDLE     = 4'd0;
    localparam INIT     = 4'd1;
    localparam LOAD_IMG = 4'd2;
    localparam L1_COMP  = 4'd3;
    localparam L1_RELU  = 4'd4;
    localparam L2_COMP  = 4'd5;
    localparam ARGMAX   = 4'd6;
    localparam DONE     = 4'd7;
    reg [3:0] state, next_state;
    always @(posedge clk) begin
        if (rst) begin
            state <= IDLE;
        end else begin
            state <= next_state;
        end
    end
    always @(*) begin
        next_state = state;
        case (state)
            IDLE: begin
                if (start) begin
                    next_state = INIT;
                end
            end
            INIT: begin
                next_state = LOAD_IMG;
            end
            LOAD_IMG: begin
                if (cycle_cnt < 2) begin
                    next_state = LOAD_IMG;
                end else begin
                    next_state = L1_COMP;
                end
            end
            L1_COMP: begin
                if (cycle_cnt >= 786) begin
                    next_state = L1_RELU;
                end
            end
            L1_RELU: begin
                if (cycle_cnt < 2) begin
                    next_state = L1_RELU;
                end else begin
                    next_state = L2_COMP;
                end
            end
            L2_COMP: begin
                if (cycle_cnt >= 33) begin
                    next_state = ARGMAX;
                end
            end
            ARGMAX: begin
                if (cycle_cnt == 0) begin
                    next_state = ARGMAX;
                end else begin
                    next_state = DONE;
                end
            end
            DONE: begin
                if (!start) begin
                    next_state = IDLE;
                end
            end
            default: next_state = IDLE;
        endcase
    end
    always @(posedge clk) begin
        if (rst) begin
            done <= 1'b0;
            busy <= 1'b0;
            layer_sel <= 2'd0;
            row_idx <= 10'd0;
            mac_en_l1 <= 1'b0;
            mac_clr_l1 <= 1'b0;
            mac_en_l2 <= 1'b0;
            mac_clr_l2 <= 1'b0;
            load_img <= 1'b0;
            comp_l1 <= 1'b0;
            apply_relu <= 1'b0;
            comp_l2 <= 1'b0;
            find_max <= 1'b0;
            cycle_cnt <= 10'd0;
        end else begin
            load_img <= 1'b0;
            apply_relu <= 1'b0;
            find_max <= 1'b0;
            mac_clr_l1 <= 1'b0;
            mac_clr_l2 <= 1'b0;
            case (state)
                IDLE: begin
                    done <= 1'b0;
                    busy <= 1'b0;
                    layer_sel <= 2'd0;
                    row_idx <= 10'd0;
                    cycle_cnt <= 10'd0;
                    mac_en_l1 <= 1'b0;
                    mac_en_l2 <= 1'b0;
                    comp_l1 <= 1'b0;
                    comp_l2 <= 1'b0;
                end
                INIT: begin
                    busy <= 1'b1;
                    mac_clr_l1 <= 1'b1;
                    mac_clr_l2 <= 1'b1;
                    cycle_cnt <= 10'd0;
                    layer_sel <= 2'd0;
                    row_idx <= 10'd0;
                end
                LOAD_IMG: begin
                    layer_sel <= 2'd1;
                    row_idx <= 10'd0;
                    if (cycle_cnt == 0) begin
                        load_img <= 1'b1;   
                        cycle_cnt <= cycle_cnt + 1;
                    end else if (cycle_cnt == 1) begin
                        load_img <= 1'b0;   
                        cycle_cnt <= cycle_cnt + 1;
                    end else begin
                        load_img <= 1'b0;   
                        cycle_cnt <= 10'd0;   
                    end
                end
                L1_COMP: begin
                    comp_l1 <= 1'b1;
                    layer_sel <= 2'd1;
                    if (cycle_cnt < 786) begin
                        if (cycle_cnt == 0) begin
                            mac_en_l1 <= 1'b0;
                        end else if (cycle_cnt >= 2 && cycle_cnt <= 785) begin
                            row_idx <= (cycle_cnt - 2);   
                            mac_en_l1 <= 1'b1;
                        end else begin
                            mac_en_l1 <= 1'b0;   
                        end
                        cycle_cnt <= cycle_cnt + 1;
                    end else begin
                        mac_en_l1 <= 1'b0;
                        cycle_cnt <= 10'd0;
                    end
                end
                L1_RELU: begin
                    comp_l1 <= 1'b0;
                    mac_en_l1 <= 1'b0;
                    if (cycle_cnt == 0) begin
                        apply_relu <= 1'b1;   
                        cycle_cnt <= cycle_cnt + 1;
                    end else if (cycle_cnt == 1) begin
                        apply_relu <= 1'b0;   
                        cycle_cnt <= cycle_cnt + 1;
                    end else begin
                        apply_relu <= 1'b0;   
                        cycle_cnt <= 10'd0;   
                    end
                end
                L2_COMP: begin
                    comp_l2 <= 1'b1;
                    layer_sel <= 2'd2;
                    if (cycle_cnt < 33) begin
                        if (cycle_cnt > 0 && cycle_cnt <= 32) begin
                            row_idx <= (cycle_cnt - 1);   
                            mac_en_l2 <= 1'b1;
                        end else begin
                            mac_en_l2 <= 1'b0;   
                        end
                        cycle_cnt <= cycle_cnt + 1;
                    end else begin
                        mac_en_l2 <= 1'b0;
                        cycle_cnt <= 10'd0;
                    end
                end
                ARGMAX: begin
                    comp_l2 <= 1'b0;
                    if (cycle_cnt == 0) begin
                        find_max <= 1'b1;
                        cycle_cnt <= cycle_cnt + 1;
                    end else if (cycle_cnt == 1) begin
                        find_max <= 1'b0;   
                        cycle_cnt <= cycle_cnt + 1;
                    end else begin
                        find_max <= 1'b0;
                        cycle_cnt <= 10'd0;
                    end
                end
                DONE: begin
                    done <= 1'b1;
                    busy <= 1'b0;
                end
                default: begin
                    done <= 1'b0;
                    busy <= 1'b0;
                end
            endcase
        end
    end
endmodule
$ cat design/flow/run.sh
#!/bin/bash
# OpenROAD 26Q1-2900-gdf79404cd8, Yosys 0.63+post, stock flow scripts
make -C /OpenROAD-flow-scripts/flow DESIGN_CONFIG=/design/flow/config.mk WORK_HOME=/design/flow/orfs finish
==> flow_summary.toml <==
# yosys + openroad results
[worst_setup_path]
path_class = "flip-flop to flip-flop"
end_kind = "flip-flop"
start_kind = "flip-flop"
crit_path_max_fanout = 12
r2r_slack_ns = 1.20
worstPathArrival_ns = 3.08
crit_required_ns = 4.28

[power_and_ir_drop]
p_sw_mw = 0.1895
p_clk_frac = 0.406
seq_power_share = 0.505
p_int_mw = 0.6056
peakVddDrop_v = 0.0001297
p_per_area_nw_per_um2 = 297.4
switching_share = 0.2384
pwr-share-comb = 0.089
power_leakage_nw = 0.9758

[cells_and_area]
fillerInstances = 705
stdcell_area_um2 = 2674
syn2layout_area_growth_pct = 24.32
layout-drive-gt1-share = 0.06574

[clock_network]
cts_root_buffer = "clkbuf_8"
clk_path_buf_depth = 2
post-cts-setup-buffers = 0
path_clk_slew_ns = 0.08
cts-resized-gates = 0
clock_latency_ns = 0.29
ctsHtreeMaxLevel = 2
numCtsBuffers = 5
cts.sinks = 40
cts_hold_buf = 0
cts_tree = "yes"

[routing]
ant_nets = 0
drt_iter0_drc = 143
viasPerCell = 5.148
drc = 0
dr.pass1.iters = 4
wl_per_cell_um = 14.94
vias = 1982
routed_wirelength_um = 5752
antenna_cells = 0

[global_routing]
grt_usage = 0.1583
grt_remaining_overflow = 0
grt_pass1_vias = 1767
grt_first_pass_wirelength_um = 9197
grt_max_degree = 30
antenna_found_initial = 0

[sta]
slew_violations = 0
max-slew-margin-rel = 0.4963
finalSetupViolations = 0
fin_crit_ns = 2.900
rsz0062_at_grt = "no"
worst_pin_slew_ns = 0.7528
finalCritPeriodShare = 0.7072
finClkSkew_ns = 0.007222
timing.fmax_mhz = 344.9
hold_violations = 0
setup_tns_ns = 0

[synth]
syn_inst = 261
synth-edff-count = 0
syn-cell-area_um2 = 2151
synth_adder_area_share = 0.05236
synth_cell_types = 54
ys.warnings.count = 1
yosys_cells = 261
yosys_most_used_dff = "dfxtp_1"
mux_share = 0.04887
async_flop_share = 0
postSynthSeqShare = 0.3723
logic_family = "simple AND/OR/NAND/NOR gates"
simple_gate_area_frac = 0.2455
ys_sh_aoi = 0.2152
synth_flops = 40
synth_area_per_cell_um2 = 8.241
synth-xor-area-share = 0.01222
yosys_area_um2 = 2151

[floorplanning]
io_pins = 36
fp_util = 0.3131
num_rows = 30
die_area_um2 = 7512
core_area_um2 = 6869
fp.dieW_um = 86.67
fp.dieH_um = 86.67

[place]
portBuffers = 35
gp_congestion = 0.8829
dp_hpwl_um = 4023
place_area_um2 = 2562

[outcome]
status = "completed"

[worst_hold_path]
hp-class = "flip-flop to flip-flop"

[run]
warning_count = 32
cap_violations = 0
[worst max-delay path, cell delays in order, from the launching register on]
cell      delay, ns
dfxtp_1        0.56
inv_1          0.21
ha_1           0.30
or3b_2         0.48
a311oi_1       0.27
a41o_1         0.20
a211o_1        0.42
mux2_4         0.34
[final timing paths]
kind	startpoint	endpoint	cells past startpoint
worst min register to register	row_idx[1]	row_idx[1]	2
worst max-delay path	cycle_cnt[1]	row_idx[6]	7
worst min-delay path	row_idx[1]	row_idx[1]	2
worst max register to register	cycle_cnt[1]	row_idx[6]	7
[synth_stat cells (all sizes together), types with 5 or more instances]
cell type	count	area share
and3	6	0.017
o22ai	6	0.017
clkbuf	13	0.023
mux2i	9	0.042
ha	9	0.052
nand2	23	0.040
nand3	8	0.019
nor2	26	0.045
inv	8	0.014
dfxtp	40	0.37
and2	6	0.017
o21ai	15	0.035
nor3	13	0.033
buf	5	0.015
a21oi	15	0.035
[through the flow]
step | total power [mW] | utilization | hold slack, ns | setup WS [ns] | std cells
floorplan | 0.4567 | - | 0.4180 | 1.530 | 261
global route | 0.8336 | 0.3893 | 0.4786 | 0.9866 | 385
detailed placement | 0.4807 | 0.3730 | 0.4477 | 1.217 | 377
global placement | 0.4820 | 0.3730 | 0.4529 | 1.289 | 377
CTS | 0.8024 | 0.3893 | 0.4607 | 1.215 | 385
finish | 0.7951 | 0.3893 | 0.4570 | 1.200 | 385
[cell families after synthesis]
family | count (synthesis)
compound gates | 69
xor+xnor | 3
fa+ha+maj | 9
buf+inv | 27
flops | 40
mux | 10
simple gates | 103
[power by group through the flow]
stage | sequential, mW | clock, mW | combinational, mW
after CTS | 0.402 | 0.330 | 0.0702
final | 0.402 | 0.323 | 0.0709
after global routing | 0.403 | 0.353 | 0.0776
[metal layers]
layer	track usage	wire length, um	vias up
met3	0.04058	339	7
met4	0.02121	54	0
met2	0.2302	2450	65
met5	0	0	-
met1	0.2464	2908	907
li1	-	-	1003
[final cells by class]
| cell class | count | area [um^2] | area share |
|---|---|---|---|
| clock buffer | 5 | 68.82 | 0.02574 |
| clock inverter | 3 | 42.54 | 0.01591 |
| inverter | 9 | 33.78 | 0.01263 |
| multi-input combinational | 194 | 1235 | 0.4619 |
| sequential | 40 | 800.8 | 0.2995 |
| tap | 96 | 120.1 | 0.04492 |
| timing repair buffer | 38 | 372.9 | 0.1394 |
[registers in the layout, indices dropped and copies added, names as in the netlist]
signal,flops
load_img,1
busy,1
find_max,1
comp_l1,1
mac_clr_l2,1
cycle_cnt,10
apply_relu,1
mac_en_l2,1
row_idx,10
mac_en_l1,1
done,1
comp_l2,1
state,8
layer_sel,2
[layout by cell type, fill, tap and decap left out, types with 5 or more instances in the layout]
cell type | netlist | layout
o22ai_1 | 6 | 6
and3_1 | 6 | 6
clkbuf_8 | 0 | 5
nor3_1 | 12 | 12
o21ai_0 | 15 | 15
inv_1 | 8 | 8
nor2_1 | 26 | 26
a21oi_1 | 15 | 15
nand3_1 | 8 | 8
clkdlybuf4s50_1 | 0 | 35
dfxtp_1 | 40 | 40
mux2i_1 | 9 | 9
and2_1 | 6 | 6
nand2_1 | 23 | 23
ha_1 | 9 | 9
Power figures rest on the tool's default switching activity, not on a simulated workload.
