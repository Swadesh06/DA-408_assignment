===== design/flow/design.v =====
module mac_unit (
    input clk,
    input rst,
    input en,                       
    input clr,                      
    input signed [7:0] a,           
    input signed [7:0] b,           
    output reg signed [19:0] acc    
);
    wire signed [15:0] prod;
    assign prod = a * b;
    always @(posedge clk) begin
        if (rst) begin
            acc <= 20'sd0;
        end else if (clr) begin
            acc <= 20'sd0;
        end else if (en) begin
            acc <= acc + {{4{prod[15]}}, prod};   
        end
    end
endmodule

===== design/flow/config.mk =====
export PLATFORM = sky130hd
export DESIGN_NAME = mac_unit
export DESIGN_NICKNAME = mac_unit
export VERILOG_FILES = /design/flow/design.v
export SDC_FILE = /design/flow/constraint.sdc
export NUM_CORES = 4
export LEC_CHECK = 1
export CORE_UTILIZATION = 50

===== design/flow/constraint.sdc =====
current_design mac_unit

set clk_period 18.4
set clk_io_pct 0.2

create_clock -name clk0 -period $clk_period [get_ports {clk}]

set non_clock_inputs [all_inputs -no_clocks]
set_input_delay [expr $clk_period * $clk_io_pct] -clock clk0 $non_clock_inputs
set_output_delay [expr $clk_period * $clk_io_pct] -clock clk0 [all_outputs]

===== design/flow/run.sh =====
#!/bin/bash
# OpenROAD 26Q1-2900-gdf79404cd8, Yosys 0.63+post, stock flow scripts
make -C /OpenROAD-flow-scripts/flow DESIGN_CONFIG=/design/flow/config.mk WORK_HOME=/design/flow/orfs finish

==> changes_impl.md <==
### Physical design

* Number of I/O pins at 40
* Final setup viols at 0
* Drt initial violations at 107
* Yosys chip area at 0.00421 sq mm
* ANT nets after route at 0
* Syn Inst Count at 498
* CP Capture Type: register
* Worst Tran Pin Value at 0.694 ns
* I/O Buffers at 39
* Final-layout fill cell count at 763
* Vias per cell at 5.31
* Max Fclk at 102 MHz
* Critical path peak fanout at 8
* Vias in the first global route at 3031
* Simple Share, Synth at 19.0%
* Mux area share at 2.17%
* Gr usage total at 20.9%
* CTS tree: done
* Pre-antenna DRT Iters at 4
* First-pass GRT wire length at 14.1 mm
* Clock skew at 0.00981 ns
* Dominant cell area share at 26.6%
* Largest Register: acc
* Period minus WS final at 9.82 ns
* CP required at 18.60 ns
* Number of flops mapped to enable cells by yosys at 0
* Post-Synth AOI/OAI Area at 13.8%
* Die X at 93.8 um
* Vias post-DR at 3400
* Top-count cell post-synth: inv_1
* Setup TNS at 0 ns
* Synth area leader: fa_1
* Mapped Area at 0.00421 sq mm
* Largest net degree at the start of global routing at 22
* Rel. slew slack at 53.4%
* Total core area at 0.00818 sq mm
* Comb area leader: adder cells
* Post-detail-place hpwl at 7.04 mm
* Place WS at 8.34 ns
* Netlist cell types at 49
* Pwr dens at 182 mW/mm^2
* Residual DRC at 0
* Fa+ha+maj area frac at 41.4%
* CP Data Arrival Time at 10.01 ns
* Main flop type: dfxtp_1
* Site row count at 33
* Clk ins delay skew pair at 0.27 ns
* Synthesis-to-finish area growth at 13.7%
* Placed insts at 636
* Comb gate area at 0.00342 sq mm
* Number of cells in Yosys stat at 498
* Clk buf depth at 2
* Maximum VDD drop at 0.153 mV
* Outcome: complete, no violations
* Yosys warning tally at 1
* Period utilization at 53.3%
* Worst R2R Start: acc[0]
* Finished Core Util at 58.6%
* Top cells by area: fa_1 27%, ha_1 15%, dfxtp_1 9.5%
* Syn avg cell area at 8.46 sq um
* Post-CTS sizing at 0
* Max-slew violation count at 0
* Min Hold Slack at 0.479 ns
* Overflow left after global routing at 0
* WL final at 8.45 mm
* #FFs+latches synth at 20
* Seq/Total Area, Yosys at 9.50%
* Layout cell share with drive strength beyond 1 at 2.43%
* WL/cell at 13.2 um
* Worst hold path class: register to register
* GP Congestion at 0.887
* Setup WS post-layout at 8.58 ns
* Clk pin slew, worst setup/hold paths at 0.08 ns
* Chip area at 0.00880 sq mm
* # H-tree levels at 1
* Setup bufs post-CTS at 0
* Final Hold Viols at 0
* Tool Warnings at 28
* Synth Area in XOR/XNOR at 4.78%
* Largest register FFs at 20
* Floorplan core density at 51.5%
* Setup CP Type: input pin to register
* CTS sink count at 20
* Diodes inserted at 0
* Crit path from: a[3]
* Max-cap violations at 0
* Root buffer cell: clkbuf_8
* Startpoint types: input pin
* Leakage power at 2.35 nW
* Beginning of the worst hold path: acc[19]
* RSZ-0062 raised after global routing: false
* Post-CTS Hold Fix Bufs at 0
* CTS Buf Count at 3
* Die H at 93.8 um
* Regs by FF count: acc x20
* Finished Layout Cells at 640
* FFs w/ async S/R, synth at 0%
* Flop area at 400 sq um
* Post-synth top cells: 96 x inv_1, 56 x fa_1, 50 x ha_1
* Initial antenna violation count at 0
[logic make-up after synthesis]
group,after synthesis
simple gates,147
fa+ha+maj,106
buf+inv,104
compound gates,89
flops,20
xor+xnor,23
mux,9
[cell type report]
type                       instances  share of cell area, %
multi-input combinational        374                   71.4
timing repair buffer              41                   8.46
sequential                        20                   8.36
inverter                          96                   7.52
tap                              105                   2.74
clock buffer                       3                  0.862
clock inverter                     1                  0.627
[metrics by stage]
step | instance area [sq um] | total power [mW]
after global placement | 4720 | 0.817
after detailed placement | 4720 | 0.821
after CTS | 4790 | 0.873
after floorplan | 4210 | 0.660
after global routing | 4790 | 0.970
final | 4790 | 0.872
[per-layer routing]
layer | global-route usage [%] | vias up | share of wire, %
met4 | 0.256 | 0 | 0.14
met1 | 34.4 | 1636 | 49
met5 | 0 | - | 0
li1 | - | 1709 | -
met3 | 2.39 | 2 | 3.1
met2 | 33.0 | 53 | 47
[report_power, final]
group          switching, mW  internal, mW
Combinational          0.432         0.328
Sequential            0.0105        0.0560
Clock                 0.0166        0.0291
Total                  0.460         0.413
[cell usage in the layout, fill, tap and decap left out, types with 5 or more instances in the layout]
| cell type | Yosys | layout |
|---|---|---|
| a31oi_1 | 6 | 6 |
| mux2i_1 | 8 | 8 |
| nor2b_1 | 10 | 10 |
| inv_1 | 96 | 96 |
| clkdlybuf4s50_1 | 0 | 39 |
| and2_1 | 45 | 45 |
| fa_1 | 56 | 56 |
| ha_1 | 50 | 50 |
| and3_1 | 6 | 6 |
| nand3_1 | 11 | 11 |
| nand4_1 | 5 | 5 |
| nand2_1 | 24 | 24 |
| nor3_1 | 6 | 6 |
| o21bai_1 | 8 | 8 |
| a21oi_1 | 28 | 28 |
| dfxtp_1 | 20 | 20 |
| a21o_1 | 13 | 13 |
| xnor2_1 | 19 | 19 |
| nor2_1 | 23 | 23 |
| o21ai_0 | 10 | 10 |
[critical path: stages]
cell and delay [ns]:
clkdlybuf4s50_1 0.57, and2_1 0.26, fa_1 0.53, inv_1 0.05, fa_1 0.48, inv_1 0.06, fa_1 0.52, inv_1 0.05
fa_1 0.53, inv_1 0.04, ha_1 0.32, a21oi_1 0.23, o21bai_1 0.09, a21oi_1 0.24, o21bai_1 0.17, or4_1 0.41
nand3_1 0.13, ha_1 0.25, a21o_1 0.19, o21bai_1 0.18, o21bai_1 0.17, a221oi_1 0.37, a21oi_1 0.11, mux2i_1 0.19
mux2i_1 0.19
[worst paths after layout]
path              cells after the start  slack [ns]  endpoint
setup reg to reg                      9       15.81   acc[16]
setup / recovery                     25        8.58   acc[19]
hold reg to reg                       2        0.48   acc[19]
hold / removal                        2        0.48   acc[19]
No activity file was given, so power comes from the tool's default toggle rates.
